--- flow/design.v ---
module axilite_s (
  input wire s_axi_aclk,         
  input wire s_axi_aresetn,      
  input wire s_axi_awvalid,      
  output reg s_axi_awready,      
  input wire [31:0] s_axi_awaddr,  
  input wire s_axi_wvalid,       
  output reg s_axi_wready,       
  input wire [31:0] s_axi_wdata,  
  output reg s_axi_bvalid,       
  input wire s_axi_bready,       
  output reg [1:0] s_axi_bresp,  
  input wire s_axi_arvalid,      
  output reg s_axi_arready,      
  input wire [31:0] s_axi_araddr,  
  output reg s_axi_rvalid,       
  input wire s_axi_rready,       
  output reg [31: 0] s_axi_rdata,  
  output reg [1: 0] s_axi_rresp   
);
localparam idle = 0, 
  send_waddr_ack = 1,
  send_raddr_ack = 2,
  send_wdata_ack = 3,
  update_mem = 4,
  send_wr_err = 5,
  send_wr_resp = 6,
  gen_data = 7,
  send_rd_err = 8,
  send_rdata = 9;
reg [3:0] state = idle;   
reg [3:0] next_state = idle;  
reg [1:0] count = 0;      
reg [31:0] waddr, raddr, wdata, rdata;  
reg [31:0] mem [128];     
always@(posedge s_axi_aclk)begin
  if(s_axi_aresetn == 1'b0)begin
    state <= idle;
    for(int i = 0; i < 128; i++)begin
      mem[i] <= 0;
    end
    s_axi_awready <= 0;
    s_axi_wready  <= 0;
    s_axi_bvalid  <= 0;
    s_axi_bresp   <= 0;
    s_axi_arready <= 0;
    s_axi_rvalid  <= 0;
    s_axi_rdata   <= 0;
    s_axi_rresp   <= 0;
    waddr <= 0;
    raddr <= 0;
    wdata <= 0;
    rdata <= 0;
  end
  else begin
    case(state)
      idle : begin
        s_axi_awready <= 0;
        s_axi_wready <= 0;
        s_axi_bvalid <= 0;
        s_axi_bresp <= 0;
        s_axi_arready <= 0;
        s_axi_rvalid <= 0;
        s_axi_rdata <= 0;
        s_axi_rresp <= 0;
        count <= 0;
        if(s_axi_awvalid == 1'b1) begin
          state <= send_waddr_ack;
          waddr <= s_axi_awaddr;
          s_axi_awready <= 1'b1;
        end else if(s_axi_arvalid == 1'b1) begin
          state <= send_raddr_ack;
          raddr <= s_axi_araddr;
          s_axi_arready <= 1'b1;
        end else begin
          state <= idle;
        end
      end
      send_waddr_ack : begin
        s_axi_awready <= 1'b0;
        if(s_axi_wvalid)begin
          wdata <= s_axi_wdata;
          s_axi_wready <= 1'b1;
          state <= send_wdata_ack;
        end
      end
      send_wdata_ack: begin
        s_axi_wready <= 1'b0;
        if(waddr < 128) begin
          state <= update_mem;
          mem[waddr] <= wdata;
        end else begin
          state <= send_wr_err;
          s_axi_bresp <= 2'b11;  
          s_axi_bvalid <= 1'b1;
        end
      end
      update_mem : begin
        mem[waddr] <= wdata;
        state <= send_wr_resp;
      end
      send_wr_resp : begin
        s_axi_bresp  <= 2'b00;
        s_axi_bvalid <= 1'b1;
        if(s_axi_bready) begin
          state <= idle;
        end
      end
      send_wr_err: begin
        if(s_axi_bready) begin
          state <= idle;
        end
      end
      send_raddr_ack : begin
        s_axi_arready = 1'b0;
        if(raddr < 128)
          state <= gen_data;
        else begin
          state <= send_rd_err;
          s_axi_rvalid <= 1'b1;
          s_axi_rdata  <= 0;
          s_axi_rresp  <= 2'b11;
        end
      end
      gen_data: begin
        if(count < 2) begin
          rdata <= mem[raddr];
          state <= gen_data;
          count <= count + 1;
        end else begin
          s_axi_rvalid <= 1'b1;
          s_axi_rdata  <= rdata;
          s_axi_rresp  <= 2'b00;
          if(s_axi_rready)
            state <= idle;
        end
      end
      send_rd_err : begin
        if(s_axi_rready) begin
          state <= idle;
        end
      end
      default: state <= idle;
    endcase
  end
end
endmodule
interface axi_if;
  logic clk, resetn;
  logic awvalid, awready;
  logic arvalid, arready;
  logic wvalid, wready;
  logic bready, bvalid;
  logic rvalid, rready;
  logic [31:0] awaddr, araddr, wdata, rdata;
  logic [1:0] wresp, rresp;
endinterface
--- flow/run.sh ---
#!/bin/bash
# OpenROAD 26Q1-2900-gdf79404cd8, Yosys 0.63+post, stock flow scripts
make -C /OpenROAD-flow-scripts/flow DESIGN_CONFIG=/design/flow/config.mk WORK_HOME=/design/flow/orfs finish
--- flow/config.mk ---
export PLATFORM = sky130hd
export DESIGN_NAME = axilite_s
export DESIGN_NICKNAME = axilite_s
export VERILOG_FILES = /design/flow/design.v
export SDC_FILE = /design/flow/constraint.sdc
export NUM_CORES = 4
export LEC_CHECK = 1
export CORE_UTILIZATION = 30
--- flow/constraint.sdc ---
current_design axilite_s

set clk_period 120.3
set clk_io_pct 0.2

create_clock -name clk0 -period $clk_period [get_ports {s_axi_aclk}]

set non_clock_inputs [all_inputs -no_clocks]
set_input_delay [expr $clk_period * $clk_io_pct] -clock clk0 $non_clock_inputs
set_output_delay [expr $clk_period * $clk_io_pct] -clock clk0 [all_outputs]
==> notes.md <==
The flow run is done. Excluding fillers, the count of instances in the completed layout stands at 22,620. The number of antenna violations at the first check in global routing is 70. Smallest hold slack landed at 0.4534 ns.

Worst-case reg-to-reg path depth landed at 12. Number of nets still failing antenna checks after routing landed at 0. Total standard cell area after synthesis landed at around 190,000 um^2. Proportion of layout cells with a drive suffix above 1 landed at 0.1561.

Register clock-pin slew on the reported worst setup and hold paths landed at about 0.06 ns. HPWL after detailed placement landed at 411.2 mm. Register bit count reported by yosys landed at 4,269. Buffers inserted during post-CTS setup optimization landed at 0. The worst setup path is launched from an input port. Count of warning messages emitted by the tools landed at roughly 46. Starting DRC count in detailed routing landed at 8,725. Input and output buffers added on the ports amount to approximately 140.

TritonCTS built the clock tree. Global routing usage on met1 landed at 0.2272. The region available for standard cell placement spans about 620,000 um^2. The power report puts the net switching power at 1.008 mW. Final total power landed at around 3.6 mW.

Max fanout on the critical path was recorded as approximately 100. Largest net degree at the start of global routing landed at 121. Number of vias after detailed routing landed at roughly 120k. The die is ~800 um wide. Weighted congestion reported at the end of routability-driven placement landed at 0.9550. Per the run report, area growth between synthesis and finish was 14.25%.

Switching part of the total landed at 0.2807. Multi-input gate area in the final layout landed at 56,230 um^2. The end-of-flow timing check tallies setup violations at 0.

Clock skew on the completed layout was measured at 0.07769 ns. The synthesis report names the predominant flop master as edfxtp_1. The worst register-to-register path begins at raddr[2]. The warning tally printed by Yosys for this design is 1. According to the CTS report, the clock sink count is 4,269.

Via-per-instance ratio landed at 5.258. STA classifies the critical path endpoint as a flop. Count of flip-flops with a built-in enable after synthesis landed at between 4,000 and 5,000. Of the total power, registers draw 0.474. Overall routing resource usage recorded by global route was 0.2239. Number of distinct standard cells referenced by the synthesized netlist landed at 72. Global routing put the most usage on met2. Footprint of the flip-flops and latches landed at 126,500 um^2.

In this run the most critical hold path is launched from waddr[4]. Pre-placement core utilization landed at 0.3010. Fraction of registers with async set or reset after synthesis landed at 0. The post-CTS hold buffer count recorded in the log is 0. met3 track demand over resource after global routing is 0.1980.

Cell count listed in synth_stat.txt landed at 13,980. Number of inserted filler cells in the final layout landed at about 59,000. Clock group share of total power landed at 0.370. Max capacitance violation total landed at 0. Setup total negative slack on the finished layout was measured at 0 ns. Counting endpoints that fail hold in the final report gives 0. Per the CTS log, the buffer count on the longest clock path is 4. Arrival time reported for the critical path endpoint landed at about 29 ns. The tightest min-delay check is of the flop to flop type. Worst path required time landed at around 120 ns. Boundary pin count landed at 144. Final worst-path cycle share landed at 0.2357. In this run the critical register-to-register path is captured at rdata[29]. The floorplan step defined a die boundary enclosing 624,300 um^2. Looking at the setup timing report, the critical path kind is input port to flop. Number of global-route vias before repair landed at 123,200. Number of remaining DRC errors landed at 0. Global-route wire length before repair landed at 928.4 mm. According to the floorplan report, the die height is slightly below 800 um. Chip area in the Yosys report landed at 186,400 um^2. The flow ran to the end, and the final reports show no timing, DRC or antenna violations. Mean instance size in the synthesized netlist landed at 13.33 um^2.

Aggregate global routing overflow landed at 0. Power spread over the standard cell area amounts to 16.86 nW/um^2. Final max-slew violation count landed at 0.

For the worst-skew pair, the clock arrives at the later sink with an insertion delay of 1.06 ns. Final critical path time including I/O delays and setup landed at 28.36 ns. Cell count after synthesis landed at 13,980. Internal power landed at 2.582 mW.

Top achievable clock speed landed at about 35 MHz. Sequential-to-total area share from yosys stat landed at 0.6787. Setup repair after global routing left no endpoint under its margin.

Per-cell routed wire length landed at ~30 um. For this design the static power due to leakage is between 60 and 70 nW. The root buffer cell chosen for the clock tree is clkbuf_16. Number of optimization iterations in the first detailed-route pass landed at 8. The power report attributes to the combinational group a share of 0.156. Across all register-to-register paths, the minimum setup slack is 113.61 ns. In this run, post-CTS repair resized a total of 0 instances. Headroom to the max-slew limit landed at 0.1733.

Deepest level of the CTS H-tree landed at 5. Number of instances in the placed design landed at between 20,000 and 25,000. Total wire length landed at approximately 660 mm. The report gives the cell count of the worst hold path as 2. Number of core rows landed at 289. Per the TritonCTS log, the buffer count is 425.

Worst supply voltage drop on vdd landed at 0.01412 mV. STA shows the worst min-delay path finishing at waddr[4]. met2 track demand over resource after global routing is 0.3101. Slew at the pin closest to its max-slew limit landed at between 1 and 1.5 ns.
metrics by stage:
stage	setup slack (ns)	utilization	instance area [um^2]
6_report	91.94	0.3439	212900
3_5_place_dp	91.07	0.3215	199000
3_3_place_gp	91.12	0.3215	199000
4_1_cts	92.14	0.3436	212700
2_1_floorplan	92.34	-	186400
5_1_grt	91.86	0.3437	212800
cell usage in the layout, fill, tap and decap left out, types with 19 or more instances in the layout:
cell type,instances
a211oi_1,25
a21oi_1,302
a221oi_1,112
a22oi_1,176
a31oi_1,20
and2_2,34
buf_4,542
bufinv_16,36
clkbuf_1,85
clkbuf_16,430
clkbuf_8,19
clkdlybuf4s50_1,142
clkinv_1,95
clkinv_2,74
dfxtp_1,164
diode_2,74
edfxtp_1,4098
mux2_2,37
mux2i_1,631
mux4_2,763
nand2_1,1446
nand3_1,75
nor2_1,4165
nor2b_4,39
nor3_1,25
o211ai_1,23
o21ai_0,114
o21ai_4,128
o221ai_1,62
o22ai_1,77
kinds of logic after synthesis:
group	count (synthesis)	synth area share
xor gates and xnor gates	2	0.00009402
buffers and inverters	1220	0.03031
muxes	1431	0.1283
and+or+nand+nor	5923	0.1227
DFF	4269	0.6787
AOI/OAI and AO/OA	1137	0.03978
layer usage:
metal / vias to the layer above / share of wire
li1: 50780 / -
met1: 58360 / 0.30
met2: 8155 / 0.43
met3: 1505 / 0.20
met4: 139 / 0.061
met5: - / 0.0064
synth_stat cells, drive strengths merged, types with 76 or more instances:
library cell,instances,share of area
a21oi,303,0.0081
a221oi,112,0.0053
a22oi,176,0.0071
buf,536,0.017
clkbuf,674,0.014
dfxtp,171,0.018
edfxtp,4098,0.66
mux2i,631,0.034
mux4,763,0.092
nand2,1447,0.029
nand3,76,0.0020
nor2,4183,0.084
o21ai,245,0.0066
o22ai,77,0.0026
registers in the layout, summed over array words and instances (netlist names), 2 cells and up:
register / cells
count: 2
mem: 4096
s_axi_rdata: 32
state: 4
rdata: 32
raddr: 32
wdata: 32
waddr: 32
area by class of cell:
type,instances,share of cell area
diodes,74,0.0008698
well taps,8293,0.04874
clock buffers,539,0.05340
clock inverters,239,0.01090
repair buffers,703,0.02755
multi-input cells,8493,0.2641
flip-flops and latches,4269,0.5942
inverters,10,0.0002468
worst max path at each step:
stage | end | start | cells past startpoint
4_1_cts | mem[26][2] | s_axi_aresetn | 10
5_1_grt | mem[20][27] | s_axi_aresetn | 10
6_report | mem[20][15] | s_axi_aresetn | 10
critical path: stages:
cell and delay (ns):
buf_8 0.20, o21ai_1 0.31, or3b_4 0.60, buf_4 0.59
buf_4 0.66, buf_4 0.61, buf_4 0.57, buf_4 0.50
buf_12 0.47, nor2_1 0.12
power by group through the flow:
stage	Clock [mW]	Sequential, mW	Combinational [mW]
global route	1.39	1.71	0.577
CTS	1.34	1.70	0.547
finish	1.33	1.70	0.561
No activity file was given, so power comes from the tool's default toggle rates.
